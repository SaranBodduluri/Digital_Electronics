## design/flow/run.sh

```bash
#!/bin/bash
# OpenROAD 26Q1-2900-gdf79404cd8, Yosys 0.63+post, stock flow scripts
make -C /OpenROAD-flow-scripts/flow DESIGN_CONFIG=/design/flow/config.mk WORK_HOME=/design/flow/orfs finish
```

## design/flow/config.mk

```make
export PLATFORM = sky130hd
export DESIGN_NAME = count
export DESIGN_NICKNAME = count
export VERILOG_FILES = /design/flow/design.v
export SDC_FILE = /design/flow/constraint.sdc
export NUM_CORES = 4
export LEC_CHECK = 1
export CORE_AREA = 10 10 70 70
export DIE_AREA = 0 0 80 80
```

## design/flow/constraint.sdc

```tcl
current_design count

set clk_period 2.3
set clk_io_pct 0.2

create_clock -name clk0 -period $clk_period [get_ports {Clk}]

set non_clock_inputs [all_inputs -no_clocks]
set_input_delay [expr $clk_period * $clk_io_pct] -clock clk0 $non_clock_inputs
set_output_delay [expr $clk_period * $clk_io_pct] -clock clk0 [all_outputs]
```

## design/flow/design.v

```verilog
`timescale 1ns / 1ps
module count(
Clk,
    reset,
    UpOrDown,  
    Count
    );
input Clk, reset, UpOrDown;
output [3:0] Count;
reg [3:0] Count =0;
 always @(posedge (Clk) or posedge(reset))
 begin
 if(reset==1)   
    Count <=0;
 else 
 if(UpOrDown ==1) 
        if(Count==15)
        Count<=0;
        else
        Count <= Count+1; 
        else 
        Count <=Count-1;
        end
 endmodule
```

==> impl_metrics.yaml <==
# physical design summary
synthesis:
  synth_cell_types: 14
  ys_ff: 4
  yosysWarnings: 1
  synth.area.mux_share_pct: 3.98
  synthesis.area_um2: 251
  ys_sh_xor_pct: 6.97
  avgSynthCellArea_um2: 10.5
  ys_cells: 24
  ys_sh_adder_pct: 9.95
  ys_sh_aoi_pct: 21.9
  ys_seq_share_pct: 39.8
  syn_inst: 24
  yosys.area_share.simple_pct: 11.4
  synthTopLogicFamily: "AND-OR/OR-AND gates"
  yosys_area_um2: 251
route:
  drc: 0
  viasPerCell: 2.57
  ant_nets: 0
  drt_iter0_markers: 17
  wire_per_inst_um: 7.27
  vias: 203
  drt-total-wl_um: 574
  antenna-diode-count: 0
  dr.pass1.iters: 2
timing:
  post-route-period-util_pct: 73.7
  hold_viol: 0
  slew_headroom_pct: 82.2
  drv_slew: 0
  fin_setup_tns_ns: 0
  finalClockSkew_ns: 0.00470
  finalWorstSetupSlack_ns: 0.605
  rsz0062_at_grt: "no"
  final.min_clock_period_ns: 1.70
  whs_ns: 0.418
  setup_viol: 0
  worstMarginPinSlew_ns: 0.267
  fmax_ghz: 0.590
job:
  tool_warnings: 26
  maxCapViolations: 0
setup_path:
  crit_path_max_fanout: 8
  cp-end-kind: "primary output"
  critical-path-max-stage-delay_ns: 0.52
  cp-startpoint: "Count[2]"
  cp.required_ns: 1.84
  path_buffers: 1
  slowest_stage: "clkdlybuf4s50_1"
  critPathCapture: "Count[2]"
  start_kind: "flop"
  r2r_end: "Count[3]"
  crit_cells: 1
  worstPathArrival_ns: 1.24
  reg2reg_depth: 4
  worstPathCellList: "clkdlybuf4s50_1"
  regToRegSetupSlack_ns: 1.06
  critPathKind: "flop to primary output"
  timing.rr.start: "Count[0]"
  crit_family: "buffers and inverters"
placement:
  place.gp.congestion: 0.768
  place_ws_ns: 0.669
  port_buffers: 6
  dp_hpwl_um: 469
clock_network:
  cts_buffer_depth: 2
  cts_max_level: 1
  cts_buffers: 3
  cts_tree: "done"
  clock_sink_count: 4
  cts_root_buffer: "clkbuf_4"
  cts_setup_buffers: 0
  cts_resized: 0
  clkTransAtPathRegs_ns: 0.04
  clk_latency_ns: 0.24
  postCtsHoldBufs: 0
power:
  power.share.combinational_pct: 42.9
  p_switching_mw: 0.141
  switching_share_pct: 33.7
  power.density_mw_per_mm2: 1070
  p_seq_share_pct: 36.3
  clkPwrFrac_pct: 20.7
  ir_drop_v: 0.000169
  p_leak_nw: 0.165
  p_int_mw: 0.277
  total_power_mw: 0.418
global_route:
  antenna_found_initial: 0
  grt_overflow: 0
  grt_max_degree: 9
  grt_pass1_wl_um: 1030
  grt_pass1_vias: 225
  track_usage_pct: 2.09
cells_and_area:
  top_register: "Count"
  largest_reg_flops: 4
  n_fill_cell: 401
  largestRegisters: "Count x4"
  drive_gt1_share_pct: 15.2
  area_growth_syn_to_layout_pct: 55.7
floorplanning:
  die_w_um: 80
  row_count: 21
  die_area_mm2: 0.00640
  core_mm2: 0.00342
  die_height_um: 80
  fp_util_pct: 7.36
  ioPinCount: 7
run_status:
  status: "complete, no violations"
min_path:
  hp-class: "primary input to async pin"
-- kinds of logic (layout without fill, tap and decap cells) --
logic type | Yosys count | count (layout)
AND-OR/OR-AND | 6 | 6
AND/OR/NAND/NOR | 5 | 5
flip-flops | 4 | 4
buffers and inverters | 4 | 13
adder cells (fa/ha/maj) | 2 | 2
XOR/XNOR | 2 | 2
multiplexers | 1 | 1
-- area by class of cell --
cell class,count,area [um^2],area share [%]
multi-input cells,16,136,34.8
well taps,46,57.6,14.7
inverters,4,15.0,3.83
repair buffers,6,60.1,15.3
clock buffers,3,22.5,5.75
flip-flops and latches,4,100,25.6
-- power groups by stage --
stage         Combinational (mW)  Sequential (mW)  Clock [mW]
CTS                        0.182            0.152      0.0913
global route               0.206            0.164      0.0946
finish                     0.180            0.152      0.0868
-- layout by cell type (no fill, tap or decap), drive strengths merged --
cell type,n
a2bb2oi,2
a41oi,1
and2b,1
and4b,1
clkbuf,3
clkdlybuf4s50,6
dfrtp,4
ha,2
inv,4
mux2i,1
nand2,1
nor2,2
o21ai,2
o221ai,1
xnor2,2
-- synth_stat cells --
master     n  area, um^2
inv_1      4        15.0
and2b_1    1        7.51
ha_1       2        25.0
a41oi_1    1        8.76
nor2_1     2        7.51
dfrtp_1    4         100
a2bb2oi_1  2        17.5
mux2i_1    1        10.0
and4b_1    1        10.0
nand2_1    1        3.75
xnor2_1    2        17.5
o21ai_2    1        8.76
o221ai_2   1        15.0
o21ai_1    1        5.00
-- through the flow --
step           area (um^2)  util (%)  std cells
2_1_floorplan          251         -         24
3_3_place_gp           369      10.8         76
3_5_place_dp           369      10.8         76
4_1_cts                392      11.5         79
5_1_grt                392      11.5         79
6_report               392      11.5         79
-- worst min-delay path by stage --
stage / from / end / slack, ns / depth (start not counted)
after CTS: reset / Count[0] / 0.42 / 2
after global routing: reset / Count[0] / 0.45 / 2
final: reset / Count[0] / 0.42 / 2
-- layer usage --
layer | vias to the layer above | GRT usage, % | wire, um
li1 | 104 | - | -
met1 | 88 | 2.34 | 273
met2 | 11 | 2.57 | 173
met3 | 0 | 2.50 | 127
met4 | 0 | 0.176 | 0
met5 | - | 0 | 0
Power is estimated from default activity; no workload was simulated.
